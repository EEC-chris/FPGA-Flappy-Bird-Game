`constraint.sdc`:
```
current_design datapath

set clk_period 5.4
set clk_io_pct 0.2

create_clock -name clk0 -period $clk_period [get_ports {AD}]
create_clock -name clk1 -period $clk_period [get_ports {FT}]
create_clock -name clk2 -period $clk_period [get_ports {NF}]
create_clock -name clk3 -period $clk_period [get_ports {clk}]

set non_clock_inputs [all_inputs -no_clocks]
set_input_delay [expr $clk_period * $clk_io_pct] -clock clk0 $non_clock_inputs
set_output_delay [expr $clk_period * $clk_io_pct] -clock clk0 [all_outputs]
```
`config.mk`:
```
export PLATFORM = sky130hd
export DESIGN_NAME = datapath
export DESIGN_NICKNAME = datapath
export VERILOG_FILES = /design/flow/design.v
export SDC_FILE = /design/flow/constraint.sdc
export NUM_CORES = 4
export LEC_CHECK = 1
export CORE_AREA = 10 10 102 102
export DIE_AREA = 0 0 112 112
```
`run.sh`:
```
#!/bin/bash
# OpenROAD 26Q1-2900-gdf79404cd8, Yosys 0.63+post, stock flow scripts
make -C /OpenROAD-flow-scripts/flow DESIGN_CONFIG=/design/flow/config.mk WORK_HOME=/design/flow/orfs finish
```
`design.v`:
```
module BCD_to_Seven_Segment (
    hunds_seven_segment_data,
    tens_seven_segment_data,
    units_seven_segment_data,
    bcd_data
);
input      [9:0] bcd_data;
output reg [7:0] hunds_seven_segment_data;
output reg [7:0] tens_seven_segment_data;
output reg [7:0] units_seven_segment_data;
parameter   BLANK = 8'b1111_1111,  
            ZERO  = 8'b1000_0001,
            ONE   = 8'b1100_1111,
            TWO   = 8'b1001_0010,
            THREE = 8'b1000_0110,
            FOUR  = 8'b1100_1100,
            FIVE  = 8'b1010_0100,
            SIX   = 8'b1010_0000,
            SEVEN = 8'b1000_1111,
            EIGHT = 8'b1000_0000,
            NINE  = 8'b1000_0100;
always @(*) begin
    case (bcd_data[9:8])
        2'd0: hunds_seven_segment_data = ZERO;
        2'd1: hunds_seven_segment_data = ONE;
        2'd2: hunds_seven_segment_data = TWO;
        2'd3: hunds_seven_segment_data = THREE;
        default: hunds_seven_segment_data = BLANK;
    endcase
    case (bcd_data[7:4])
        4'd0: tens_seven_segment_data = ZERO;
        4'd1: tens_seven_segment_data = ONE;
        4'd2: tens_seven_segment_data = TWO;
        4'd3: tens_seven_segment_data = THREE;
        4'd4: tens_seven_segment_data = FOUR;
        4'd5: tens_seven_segment_data = FIVE;
        4'd6: tens_seven_segment_data = SIX;
        4'd7: tens_seven_segment_data = SEVEN;
        4'd8: tens_seven_segment_data = EIGHT;
        4'd9: tens_seven_segment_data = NINE;
        default: tens_seven_segment_data = BLANK;
    endcase
    case (bcd_data[3:0])
        4'd0: units_seven_segment_data = ZERO;
        4'd1: units_seven_segment_data = ONE;
        4'd2: units_seven_segment_data = TWO;
        4'd3: units_seven_segment_data = THREE;
        4'd4: units_seven_segment_data = FOUR;
        4'd5: units_seven_segment_data = FIVE;
        4'd6: units_seven_segment_data = SIX;
        4'd7: units_seven_segment_data = SEVEN;
        4'd8: units_seven_segment_data = EIGHT;
        4'd9: units_seven_segment_data = NINE;
        default: units_seven_segment_data = BLANK;
    endcase
end
endmodule
module Binary_to_BCD (
    bcd_data,
    binary
);
input      [9:0] binary;
output reg [9:0] bcd_data;  
always @(*) begin
    bcd_data[9:8] = binary / 100;           
    bcd_data[7:4] = (binary / 10) % 10;     
    bcd_data[3:0] = binary % 10;            
end
endmodule
module datapath (
    seven_data_hunds,
    seven_data_tens,
    seven_data_units,
    APD,
    LF,
    N,
    AD,
    NF,
    FT,
    clk
);
output [7:0] seven_data_hunds, seven_data_tens, seven_data_units;
output       APD;  
output       LF;   
input  [3:0] N;
input        AD;   
input        NF;   
input        FT;   
input        clk;
wire   [9:0] bcd_data, binary_data;
APD_logic G1 (
    .APD(APD), 
    .N(N), 
    .FT(FT), 
    .clk(clk)
);
frame_counter G2 (
    .LF(LF), 
    .NF(NF)
);
score_register G3 (
    .binary_out(binary_data), 
    .AD(AD), 
    .N(N)
);
Binary_to_BCD G4 (
    .bcd_data(bcd_data), 
    .binary(binary_data)
);
BCD_to_Seven_Segment G5 (
    .hunds_seven_segment_data(seven_data_hunds), 
    .tens_seven_segment_data(seven_data_tens), 
    .units_seven_segment_data(units_seven_segment_data), 
    .bcd_data(bcd_data)
);
endmodule
module APD_logic (
    APD,
    N,
    FT,
    clk
);
output reg APD;
input  [3:0] N;
input        FT;
input        clk;
reg [3:0] last_throw;  
always @(posedge FT) begin  
    last_throw <= N;
end
always @(posedge clk) begin
    if (FT) begin
        if (N == 10) begin  
            APD <= 1;
        end else begin
            APD <= 0;
        end
    end else begin  
        if (last_throw + N == 10) begin  
            APD <= 1;
        end else begin
            APD <= 0;
        end
    end
end
endmodule
module score_register (
    binary_out,
    AD,
    N
);
output reg [9:0] binary_out;
input        AD;
input  [3:0] N;
initial binary_out = 0;
always @(posedge AD) begin
    binary_out <= binary_out + N;
end
endmodule
module frame_counter (
    LF,
    NF
);
output reg LF;
input        NF;
reg [3:0] counter_out;
initial begin
    counter_out = 1;
    LF = 0;
end
always @(posedge NF) begin
    counter_out <= counter_out + 1;
    if (counter_out == 10) begin
        LF <= 1;  
    end
end
endmodule
```
==> reports/qor.csv <==
metric,value,unit
dpl hpwl,9.03,mm
Post-synth EDFFs,1,
vias in the first global route,4698,
DR vias/cell,5.78,
Worst Hold Endpoint,G2.counter_out[0],
CTS tree,built,
hold-critical path depth,1,
Die Ht,112,um
Hold Startpoint,G2.counter_out[0],
Non-Filler Instances,865,
Register Area,415,um^2
main area contributors after synthesis,"dfxtp_1, ha_1, nand2_1",
Worst Skew,2.40,ps
fraction of layout cells with a size suffix above 1,0.493,
R2R depth,10,
syn_area_per_cell,7.33,um^2
Via Count,5001,
Synth Instances,538,
initial antenna violation count,0,
core area,8220,um^2
"Seq/Total Area, Yosys",0.104,
WL final,14.2,mm
"area leader, netlist",dfxtp_1,
count of tool warnings,45,
initial drt markers,336,
Residual DRC,0,
WP data arrival,6510,ps
r2r setup slk,3390,ps
site row count,33,
Multi-input gate area,3900,um^2
list of most frequent post-synthesis cells,"nand2_1, nor2_1, a21oi_1",
yosys stat cell total,538,
ANT nets after route,0,
required time of the critical path,4320,ps
chip width,112,um
Pre-antenna DRT Iters,5,
fillcell total,473,
pin count of the biggest net entering global routing,32,
status,"finished, violations left",
diode count,0,
Synth Warn #,15,
failing checks,setup timing,
RSZ-0062 raised after global routing,true,
Hold Crit Class,flip-flop to flip-flop,
"FFs w/ async S/R, synth",0,
floorplan core density,0.480,
startpoint types,flip-flop,
R2R Path Start,G3.binary_out[0],
Hold Fails Final Rpt,0,
Slew @ Worst Pin,586,ps
io pins,34,
Crit path buffers/inverters,7,
Max-area cell share,0.0964,
first-pass GRT wire length,22.3,mm
Final Setup Violations,12,
ys flops,20,
area grow syn2layout,67.4,%
most frequent cell on the critical path,ha_4,
port bufs,19,
CP max stage cell,dfxtp_4,
gpl congestion,0.945,
"Largest delay share family, worst path",AND-OR/OR-AND gates,
max cap viols,0,
slowest cell delay on critical path,380,ps
Inst Count DP,801,
yosys synthesis chip area,3940,um^2
synth unique cells,101,
"CTS clk-pin slew, worst paths",40,ps
gr ovfl total,0,
"Worst Setup Slack, final",-2190,ps
"Slew Viols, Final",0,
Hold WS,456,ps
Chip Area,12500,um^2
largest fanout on the critical path,4,
WL per Instance,16.5,um
synthesized area,3940,um^2
critical path type,flip-flop to output pin,
Max transition margin,0.605,
GR Util All Layers,0.202,
Worst Setup End Kind,output pin,
reg2reg end,G3.binary_out[8],
Dominant Register Cell,dfxtp_1,
most common cell in the netlist,nand2_1,
cells by family (layout without fill, tap and decap cells):
logic type	count (synthesis)	after routing	share of synthesized area
AND-OR/OR-AND	186	186	0.354
multiplexers	6	6	0.0178
XOR/XNOR	28	28	0.0679
flip-flops	20	20	0.104
buffers and inverters	66	278	0.0818
AND/OR/NAND/NOR	197	197	0.266
other	2	12	0.00190
adder cells (fa/ha/maj)	33	33	0.107
per-layer routing:
metal  up-vias  share of wire  GRT usage
li1       2428              -          -
met2       203           0.42      0.288
met5         -              0          0
met4         0          0.011     0.0338
met3        17          0.070     0.0331
met1      2353           0.50      0.314
flip-flops by register name, summed over array words and instances (netlist names):
name            cells
G2.LF               1
G2.counter_out      4
G3.binary_out      10
G1.last_throw       4
G1.APD              1
worst reg2reg max path: stages, from the launching register on:
cell	delay (ps)
dfxtp_1	370
buf_4	130
ha_1	140
inv_1	50
fa_1	390
nor2b_1	110
o21ai_0	70
nand2b_1	110
and3_1	240
nand3_1	110
xnor2_1	150
area by class of cell:
type / instances / area share
clock buffer: 15 / 0.0282
inverter: 31 / 0.0201
multi-input combinational: 462 / 0.591
sequential: 20 / 0.0629
tap: 105 / 0.0199
timing repair buffer: 232 / 0.278
placed cells by master (no fill, tap or decap), types with 4 or more instances in the layout:
cell type	n
buf_4	194
nand2_1	49
nor2_1	38
a21oi_1	25
ha_1	22
o21ai_0	21
xnor2_1	19
dfxtp_1	17
buf_6	17
inv_1	15
nor3_1	13
clkbuf_8	13
conb_1	12
inv_2	11
buf_2	11
a21oi_2	10
nor2b_1	9
and3_4	8
o21ai_1	8
nand2b_1	8
o211ai_1	8
nand3_1	8
o21a_1	7
o21ai_2	7
ha_4	7
clkdlybuf4s50_1	6
nor2_2	5
or3_1	5
a21o_1	5
o22ai_1	5
nor3_2	5
o221ai_1	5
a211oi_1	5
nand4_1	5
o211a_1	4
and3_1	4
a31oi_1	4
a211o_1	4
timing repair:
action | in CTS | in global routing
pin swaps | 61 | 43
hold buffers | 0 | 0
setup buffers | 43 | 12
endpoints found under the setup margin | 12 | 13
gates resized | 118 | 44
cloned | 1 | 0
metrics by stage:
step	util	cell area, um^2	setup slack, ps	setup TNS (ps)
after floorplan	-	4140	-2170	-13260
final	0.804	6600	-2190	-16720
after CTS	0.771	6330	-2200	-15450
after global routing	0.804	6600	-2480	-19810
after detailed placement	0.666	5470	-2520	-18130
after global placement	0.666	5470	-2500	-18060
worst max-delay path by stage:
stage / start / endpoint / slack (ps) / cells past startpoint
CTS: G3.binary_out[5] / seven_data_tens[6] / -2200 / 38
finish: G3.binary_out[5] / seven_data_tens[3] / -2190 / 38
global route: G3.binary_out[5] / seven_data_tens[3] / -2480 / 41
